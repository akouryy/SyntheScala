<file path="run.sh">
#!/bin/bash
# OpenROAD 26Q1-2900-gdf79404cd8, Yosys 0.63+post, stock flow scripts
make -C /OpenROAD-flow-scripts/flow DESIGN_CONFIG=/design/flow/config.mk WORK_HOME=/design/flow/orfs finish
</file>
<file path="config.mk">
export PLATFORM = sky130hd
export DESIGN_NAME = main
export DESIGN_NICKNAME = main
export VERILOG_FILES = /design/flow/design.v
export SDC_FILE = /design/flow/constraint.sdc
export NUM_CORES = 4
export LEC_CHECK = 1
export CORE_UTILIZATION = 40
</file>
<file path="constraint.sdc">
current_design main

set clk_period 10.3
set clk_io_pct 0.2

create_clock -name clk0 -period $clk_period [get_ports {clk}]

set non_clock_inputs [all_inputs -no_clocks]
set_input_delay [expr $clk_period * $clk_io_pct] -clock clk0 $non_clock_inputs
set_output_delay [expr $clk_period * $clk_io_pct] -clock clk0 [all_outputs]
</file>
<file path="design.v">
`default_nettype none
module main (
  input wire clk, r_enable, controlArr,
  input wire[5:0] init_n,
  input wire[31:0] init_a,
  input wire[31:0] init_b,
  output reg w_enable,
  output reg[31:0] result
);
  reg[2:0] stateR;
  reg[2:0] linkreg;
  reg[63:0] reg0;
  wire[63:0] stationReg0;
  reg[63:0] reg1;
  wire[63:0] stationReg1;
  reg[63:0] reg2;
  wire[63:0] stationReg2;
  reg[63:0] reg3;
  wire[63:0] stationReg3;
  wire[5:0] in0_Bin0;
  wire in1_Bin0;
  wire out0_Bin0 = in0_Bin0 == in1_Bin0;
  wire[31:0] in0_Bin1;
  wire[31:0] in1_Bin1;
  wire[31:0] out0_Bin1 = in0_Bin1 + in1_Bin1;
  wire[5:0] in0_Bin2;
  wire in1_Bin2;
  wire[5:0] out0_Bin2 = in0_Bin2 - in1_Bin2;
  assign in0_Bin1 =
    stateR == 3'd3 ? reg1[31:0] :
    'x;
  assign in1_Bin1 =
    stateR == 3'd3 ? reg2[31:0] :
    'x;
  assign in0_Bin2 =
    stateR == 3'd3 ? reg0[5:0] :
    'x;
  assign in1_Bin2 =
    stateR == 3'd3 ? 1'd1 :
    'x;
  assign in0_Bin0 =
    stateR == 3'd1 ? reg0[5:0] :
    'x;
  assign in1_Bin0 =
    stateR == 3'd1 ? 1'd0 :
    'x;
  assign stationReg0 =
    stateR == 3'd3 ? {32'd0, out0_Bin1} :
    reg0;
  assign stationReg1 =
    reg1;
  assign stationReg2 =
    stateR == 3'd3 ? {58'd0, out0_Bin2} :
    reg2;
  assign stationReg3 =
    stateR == 3'd1 ? {63'd0, out0_Bin0} :
    reg3;
  always @(posedge clk) begin
    if(r_enable) begin
      stateR <= '0;
      linkreg <= '1;
      w_enable <= 1'd0;
      reg0 <= {58'd0, init_n};
      reg1 <= {32'd0, init_a};
      reg2 <= {32'd0, init_b};
    end else begin
      case(stateR)
        '1: begin
          w_enable <= 1'd1;
          result <= reg0[31:0];
        end
        3'd0: stateR <= 3'd1;
        3'd1: stateR <= (stationReg3) ? 3'd2 : 3'd3;
        3'd2: stateR <= linkreg;
        3'd3: stateR <= 3'd0;
      endcase
      case(stateR)
        3'd2: reg0 <= stationReg1;
        3'd3: reg0 <= stationReg2;
        default: reg0 <= stationReg0;
      endcase
      case(stateR)
        3'd3: reg1 <= stationReg0;
        default: reg1 <= stationReg1;
      endcase
      case(stateR)
        3'd3: reg2 <= stationReg1;
        default: reg2 <= stationReg2;
      endcase
      case(stateR)
        default: reg3 <= stationReg3;
      endcase
    end
  end
endmodule  
`default_nettype wire
</file>
==> flow_summary.toml <==
# synthesis and place-and-route metrics
[sta]
fin_crit_ps = 3910
slew_headroom_pct = 44.4
setup_slack_ps = 6390
hold_viol_final = 0
rsz0062_at_grt = "false"
maxClockFrequency_mhz = 256
clock_skew_ps = 7.08
maxSlewViolCount = 0
tightest_slew_ps = 826
post-route-period-util_pct = 37.9
setup_tns_ps = 0
setup_viol = 0

[final_layout]
finish.utilization_pct = 49.5
n_fill_cell = 1917
register_area_mm2 = 0.00473
comb_area_mm2 = 0.00356
syn_to_final_growth_pct = 21.2
drive_gt1_share_pct = 6.75

[synth]
ys_area_mm2 = 0.00858
synth_top_area_share_pct = 46.6
ys_cells = 818
synthArstFlopShare_pct = 0
yosys_most_used_dff = "edfxtp_1"
ys_top_cells_by_area = "edfxtp_1 47%, dfxtp_1 8.6%, nand2_1 5.7%, ha_1 4.8%, o21ai_0 4.3%"
top_area_cell = "edfxtp_1"
synth_area_mm2 = 0.00858
seq_area_frac_synth_pct = 55.2
syn_inst = 818
numSynthFlops = 170
edf_count = 133
avgSynthCellArea_um2 = 10.5
synth_cell_types = 62
ys_warn_count = 1

[power_and_ir_drop]
p_int_mw = 1.29
pwr-share-comb_pct = 19.6
power.share.switching_pct = 29.0
powerDensity_mw_per_mm2 = 175
ir_worst_vdd_v = 0.000107
leakage_nw = 3.80
seqPwrFrac_pct = 46.6
p_clk_share_pct = 33.8
switching_power_mw = 0.528

[drt]
routed_wl_mm = 20.6
drc_errors = 0
vias = 6385
drtIter0Drc = 416
via_per_inst = 5.35
antenna_cells = 0
antenna_left = 0
drtPass1Iterations = 5
wl_per_cell_um = 17.3

[clocking]
cts.sinks = 170
clock_latency_ps = 430
ctsResizeCount = 0
root_buffer = "clkbuf_16"
htreeDepth = 4
postCtsHoldBufs = 0
numCtsBuffers = 17
postCtsSetupBuffers = 0
cts.path.max_buffers = 2
cts_tree = "built"
cts.clk_slew.worst_paths_ps = 60

[critical_path]
crit_fanout = 66
worst_ep_required_time_ps = 10460
critPathKind = "input port to flop"
start_kind = "input port"
worstPathArrival_ps = 4070
ff2ff_setup_slack_ps = 7040
endpoint_kind = "flop"

[outcome]
outcome = "complete, no violations"

[placed_design]
port_buffers = 104
dp_hpwl_mm = 13.9
place_congestion = 0.893
dp_slack_ps = 5900

[die]
die-area_mm2 = 0.0220
initCoreUtil_pct = 40.8
num_rows = 53
core_mm2 = 0.0210
die_y_um = 148
io_pins = 106
die_w_um = 148

[grt]
antenna_found_initial = 0
grt_max_degree = 77
grt_pass1_vias = 6274
overflow = 0
grt_pass1_wl_mm = 33.3
grt_usage_pct = 20.6

[flow_run]
drv_cap = 0
tool_warnings = 27

[worst_hold_path]
hp-class = "flop to flop"
cell usage after synthesis (all sizes together), types with 9 or more instances:
cell and count:
nor2 39, nor2b 42, dfxtp 37, a22o 18
ha 33, o21ai 74, xor2 10, nor4 11
inv 18, nand2 130, nand3 19, xnor2 15
edfxtp 133, a21oi 68, a211oi 9, clkbuf 41
a21o 12, o221ai 12, o21a 10
path summary, 6_finish.rpt:
| path | startpoint | endpoint | depth (start not counted) |
|---|---|---|---|
| max | r_enable | reg1[30]$_DFFE_PP_ | 6 |
| min | w_enable$_SDFFE_PP0N_ | w_enable$_SDFFE_PP0N_ | 1 |
| max reg2reg | reg1[0]$_DFFE_PP_ | reg1[24]$_DFFE_PP_ | 11 |
| min reg2reg | w_enable$_SDFFE_PP0N_ | w_enable$_SDFFE_PP0N_ | 1 |
cell type report:
cell class | count | area share (%)
Tap cell | 275 | 3.31
Multi-Input combinational cell | 583 | 34.3
Clock inverter | 13 | 0.999
Sequential cell | 170 | 45.5
Timing Repair Buffer | 115 | 10.8
Clock buffer | 19 | 4.46
Inverter | 18 | 0.650
power by group through the flow:
stage     logic, mW  clock network (mW)  registers [mW]
6_report      0.357               0.614           0.846
4_1_cts       0.358               0.627           0.846
5_1_grt       0.400               0.657           0.854
worst max-delay path, stage by stage:
cell	delay, ps
buf_4	310
inv_2	140
buf_4	580
nand2_1	550
nor4_1	320
a311oi_1	70
routing by layer:
metal / GRT usage (%) / share of wire, % / up-vias
li1: - / - / 3190
met1: 34.5 / 48 / 3040
met2: 30.8 / 46 / 144
met3: 4.01 / 4.9 / 11
met4: 1.55 / 0.91 / 0
met5: 0 / 0 / -
cell usage in the layout, fill, tap and decap left out, drive strengths merged, types with 15 or more instances in the layout:
cell and count:
nand2 130, o21ai 74, clkdlybuf4s50 103, nand3 19, nor2 39, edfxtp 133, dfxtp 37, clkbuf 19
nor2b 42, a22o 18, xnor2 15, ha 33, inv 23, a21oi 68
metrics by stage:
stage | std cells | area, um2 | hold WS, ps | power (mW)
floorplan | 818 | 8580 | 408 | 1.11
global placement | 1161 | 9830 | 432 | 1.21
finish | 1193 | 10400 | 456 | 1.82
global route | 1193 | 10400 | 481 | 1.91
detailed placement | 1161 | 9830 | 441 | 1.21
CTS | 1193 | 10400 | 459 | 1.83
cells by family (layout without fill, tap and decap cells):
kind of cell | after synthesis | in the layout | synth area share (%)
buf+inv | 65 | 165 | 3.40
mux | 3 | 3 | 0.365
flops | 170 | 170 | 55.2
simple gates | 278 | 278 | 15.2
xor+xnor | 25 | 25 | 2.55
compound gates | 243 | 243 | 18.3
fa+ha+maj | 34 | 34 | 5.05
Power figures rest on the tool's default switching activity, not on a simulated workload.
